==> flow/run.sh <==
#!/bin/bash
# OpenROAD 26Q1-2900-gdf79404cd8, Yosys 0.63+post, stock flow scripts
make -C /OpenROAD-flow-scripts/flow DESIGN_CONFIG=/design/flow/config.mk WORK_HOME=/design/flow/orfs finish
==> flow/config.mk <==
export PLATFORM = sky130hd
export DESIGN_NAME = SevenHexDecoder
export DESIGN_NICKNAME = SevenHexDecoder
export VERILOG_FILES = /design/flow/design.v
export SDC_FILE = /design/flow/constraint.sdc
export NUM_CORES = 4
export LEC_CHECK = 1
export CORE_AREA = 10 10 70 70
export DIE_AREA = 0 0 80 80
==> flow/constraint.sdc <==
current_design SevenHexDecoder

set clk_period 2.1
set clk_io_pct 0.2

create_clock -name clk0 -period $clk_period

set non_clock_inputs [all_inputs -no_clocks]
set_input_delay [expr $clk_period * $clk_io_pct] -clock clk0 $non_clock_inputs
set_output_delay [expr $clk_period * $clk_io_pct] -clock clk0 [all_outputs]
==> flow/design.v <==
module SevenHexDecoder (
	input        [4:0] i_hex,
	output logic [6:0] o_seven_ten,
	output logic [6:0] o_seven_one
);
parameter D0 = 7'b1000000;
parameter D1 = 7'b1111001;
parameter D2 = 7'b0100100;
parameter D3 = 7'b0110000;
parameter D4 = 7'b0011001;
parameter D5 = 7'b0010010;
parameter D6 = 7'b0000010;
parameter D7 = 7'b1011000;
parameter D8 = 7'b0000000;
parameter D9 = 7'b0010000;
always_comb begin
	case(i_hex)
		5'h0: begin o_seven_ten = D0; o_seven_one = D0; end
		5'h1: begin o_seven_ten = D0; o_seven_one = D1; end
		5'h2: begin o_seven_ten = D0; o_seven_one = D2; end
		5'h3: begin o_seven_ten = D0; o_seven_one = D3; end
		5'h4: begin o_seven_ten = D0; o_seven_one = D4; end
		5'h5: begin o_seven_ten = D0; o_seven_one = D5; end
		5'h6: begin o_seven_ten = D0; o_seven_one = D6; end
		5'h7: begin o_seven_ten = D0; o_seven_one = D7; end
		5'h8: begin o_seven_ten = D0; o_seven_one = D8; end
		5'h9: begin o_seven_ten = D0; o_seven_one = D9; end
		5'ha: begin o_seven_ten = D1; o_seven_one = D0; end
		5'hb: begin o_seven_ten = D1; o_seven_one = D1; end
		5'hc: begin o_seven_ten = D1; o_seven_one = D2; end
		5'hd: begin o_seven_ten = D1; o_seven_one = D3; end
		5'he: begin o_seven_ten = D1; o_seven_one = D4; end
		5'hf: begin o_seven_ten = D1; o_seven_one = D5; end
		5'h10: begin o_seven_ten = D1; o_seven_one = D6; end
		5'h11: begin o_seven_ten = D1; o_seven_one = D7; end
		5'h12: begin o_seven_ten = D1; o_seven_one = D8; end
		5'h13: begin o_seven_ten = D1; o_seven_one = D9; end
		5'h14: begin o_seven_ten = D2; o_seven_one = D0; end
		5'h15: begin o_seven_ten = D2; o_seven_one = D1; end
		5'h16: begin o_seven_ten = D2; o_seven_one = D2; end
		5'h17: begin o_seven_ten = D2; o_seven_one = D3; end
		5'h18: begin o_seven_ten = D2; o_seven_one = D4; end
		5'h19: begin o_seven_ten = D2; o_seven_one = D5; end
		5'h1a: begin o_seven_ten = D2; o_seven_one = D6; end
		5'h1b: begin o_seven_ten = D2; o_seven_one = D7; end
		5'h1c: begin o_seven_ten = D2; o_seven_one = D8; end
		5'h1d: begin o_seven_ten = D2; o_seven_one = D9; end
		5'h1e: begin o_seven_ten = D3; o_seven_one = D0; end
		5'h1f: begin o_seven_ten = D3; o_seven_one = D1; end
	endcase
end
endmodule
==> results.json <==
{
  "setup_tns_ns": 0,
  "syn_to_final_growth_pct": 111.6,
  "clock.fmax_ghz": 0.4858,
  "netlist_instances": 71,
  "switching_power_mw": 0.08843,
  "hold_violations": 0,
  "worstSetupEndpointType": "output port",
  "required_ns": 1.68,
  "critical-path-max-stage-delay_ns": 0.24,
  "num_antenna_cells": 0,
  "maxCapViolations": 0,
  "ant_nets": 0,
  "worst-path-max-fanout": 4,
  "core_area_um2": 3416,
  "dp_hpwl_um": 1201,
  "grt_max_degree": 9,
  "gr-usage-met3": 0.004545,
  "fin_ws_ns": 0.04161,
  "fillers": 356,
  "hold_buffers": 0,
  "yosys_area_um2": 496.7,
  "status": "finished clean",
  "regArea_um2": 0,
  "combPwrFrac": 1.000,
  "dieHeight_um": 80,
  "instances_no_fill": 154,
  "dp_cells": 145,
  "slowest_stage": "dlygate4sd2_1",
  "portBuffers": 18,
  "drtIter0Drc": 19,
  "arrival_ns": 1.64,
  "grt_pass1_wl_um": 3077,
  "gp_congestion": 0.7414,
  "swShare": 0.4237,
  "wirelength_um": 1877,
  "drv_slew": 0,
  "dpl_cell_area_um2": 807.0,
  "leakage_nw": 0.4749,
  "ys_types": 29,
  "synth_area_um2": 496.7,
  "chipArea_um2": 6400,
  "warnings": 38,
  "dr.pass1.iters": 4,
  "via_per_inst": 4.292,
  "antenna_found_initial": 0,
  "final_cell_area_um2": 1051,
  "setup_viol": 0,
  "power.density_nw_per_um2": 198.6,
  "grt_pass1_vias": 646,
  "ys_cells": 71,
  "num_vias": 661,
  "grtUsageTotal": 0.05638,
  "fin_crit_ns": 2.058,
  "grt_overflow_total": 0,
  "path_cells": "buf_2 > inv_4 > ha_1 > a31oi_4 > o21ai_4 > buf_4 > o21ai_1 > nand3_1 > dlygate4sd2_1",
  "rows": 21,
  "num-clock-buffers": 0,
  "utilization": 0.3077,
  "logic_area_um2": 540.5,
  "busiest_layer": "met2",
  "worst_setup_path_start_kind": "input port",
  "ff_count": 0,
  "hp-class": "input port to output port",
  "internal_power_mw": 0.1203,
  "routedWlPerCell_um": 12.19,
  "crit_type": "input port to output port",
  "place_ws_ns": -0.5845,
  "globalRouteMet1Util": 0.07530,
  "finalCritPeriodShare": 0.9802,
  "irDropWorstVdd_mv": 0.06816,
  "dieWidth_um": 80,
  "met2_usage": 0.1011,
  "drc_errors": 0,
  "sequentialPowerShare": 0,
  "ys_warn_count": 1,
  "seq_area_frac_synth": 0,
  "pin_count": 19,
  "avgSynthCellArea_um2": 6.996,
  "p_clk_frac": 0,
  "drive_gt1_frac": 0.5093,
  "fp_util": 0.1454
}
layout make-up:
cell class	count	area share
Inverter	6	0.02619
Tap cell	46	0.05476
Timing Repair Buffer	44	0.4048
Multi-Input combinational cell	58	0.5143
critical path: cells and delay by family:
kind,cells,cell delay (ns)
simple gates,1,0.08
buf+inv,4,0.56
compound gates,3,0.35
fa+ha+maj,1,0.22
through the flow:
stage                     total power [mW]  hold slack [ns]
after floorplan                    0.07513           0.8841
after global placement              0.1600            1.996
after detailed placement            0.1619            2.004
after CTS                           0.2025            1.517
after global routing                0.2255            1.418
final                               0.2087            1.364
final timing paths:
kind	startpoint	to	slack [ns]	depth (start not counted)
setup / recovery	i_hex[0]	o_seven_one[3]	0.04	9
hold / removal	i_hex[1]	o_seven_ten[4]	1.36	5
power by group through the flow:
stage     combinational (mW)  clock [mW]  sequential [mW]
5_1_grt                0.225           0                0
6_report               0.209           0                0
4_1_cts                0.202           0                0
cells in the final DEF, fill, tap and decap left out, types with 2 or more instances in the layout:
master,Yosys,layout
inv_2,2,2
buf_2,0,2
inv_1,4,2
dlymetal6s2s_1,0,3
clkdlybuf4s50_1,0,4
nand2_1,8,7
a31oi_4,0,2
inv_4,0,2
nand3_1,5,5
buf_4,3,16
ha_4,0,5
a32o_2,0,2
o21ai_4,0,2
o21ai_1,4,5
o2111ai_1,2,2
nor2_1,4,3
dlygate4sd2_1,0,6
xnor2_1,2,2
buf_6,4,9
ha_1,7,2
a21oi_1,4,4
cell families (layout without fill, tap and decap cells):
logic type	count (synthesis)	after routing	synth area share
mux	2	2	0.04282
other cells	1	1	0.007549
fa+ha+maj	7	7	0.1763
compound gates	22	22	0.3250
xor+xnor	2	2	0.03527
buf+inv	13	50	0.1813
simple gates	24	24	0.2317
Yosys cell counts:
cell	n	share of area
buf_4	3	0.045
o21ai_0	2	0.020
o2111ai_1	2	0.035
nor3b_1	2	0.030
nor3_1	1	0.010
and2_1	1	0.013
ha_1	7	0.18
a21boi_1	1	0.015
xnor2_1	2	0.035
o21a_1	1	0.015
a21oi_1	4	0.040
inv_1	4	0.030
nand3_1	5	0.050
buf_6	4	0.091
nand4_1	1	0.013
a31oi_2	2	0.050
nor2_1	4	0.030
o22ai_1	1	0.013
nor2b_1	1	0.013
a32o_1	2	0.040
nand2_1	8	0.060
mux2_2	1	0.023
conb_1	1	0.0075
o21ai_2	2	0.035
inv_2	2	0.015
o21ai_1	4	0.040
and3_1	1	0.013
mux2i_1	1	0.020
a221o_1	1	0.020
repair_timing:
| item | CTS | global route |
|---|---|---|
| endpoints found under the setup margin | 13 | 5 |
| buffers inserted | 5 | 1 |
| pin swaps | 11 | 6 |
| resized | 61 | 9 |
| cloned | 3 | 0 |
metal layers:
metal,routed length (um),part of all wire
met5,0,0
met4,0,0
met3,47,0.025
met2,937,0.50
met1,892,0.48
Power figures rest on the tool's default switching activity, not on a simulated workload.
